File: /design/flow/constraint.sdc
current_design sn74ls381

set clk_period 3.4
set clk_io_pct 0.2

create_clock -name clk0 -period $clk_period

set non_clock_inputs [all_inputs -no_clocks]
set_input_delay [expr $clk_period * $clk_io_pct] -clock clk0 $non_clock_inputs
set_output_delay [expr $clk_period * $clk_io_pct] -clock clk0 [all_outputs]
File: /design/flow/config.mk
export PLATFORM = sky130hd
export DESIGN_NAME = sn74ls381
export DESIGN_NICKNAME = sn74ls381
export VERILOG_FILES = /design/flow/design.v
export SDC_FILE = /design/flow/constraint.sdc
export NUM_CORES = 4
export LEC_CHECK = 1
export CORE_AREA = 10 10 70 70
export DIE_AREA = 0 0 80 80
File: /design/flow/design.v
module sn74ls381(f, p, g, a, b, cn, s);
input [3:0] a, b;
input cn;
input [2:0] s;
output [3:0] f;
output p, g;
wire [3:0] fi;
wire pi, gi;
parameter
	tPLH_min=0, tPLH_typ=20, tPLH_max=27,  
	tPHL_min=0, tPHL_typ=14, tPHL_max=21,
	tPLHG_min=0, tPLHG_typ=20, tPLHG_max=30,  
	tPHLG_min=0, tPHLG_typ=21, tPHLG_max=33,
	tPLHP_min=0, tPLHP_typ=23, tPLHP_max=33,  
	tPHLP_min=0, tPHLP_typ=15, tPHLP_max=23;
buf(s0, s[0]);
buf(s1, s[1]);
buf(s2, s[2]);
not(s0_, s[0]);
not(s1_, s[1]);
not(s2_, s[2]);
and(a11, s2_, s1_, s0); 	
and(a12, s2_, s1, s0_);		
and(a13, s2, s1, s0);		
nor(n1, a11, a12, a13);		
and(a21, s1_, s0);			
and(a22, s2, s0);			
and(a23, s1, s0_);			
nor(n2, a21, a22, a23);
and(a31, s1, s0);
and(a32, s2, s1_);
nor(n3, a31, a32);
nand(n4, s2_, s1_, s0); 
nand(n5, s2_, s1, s0);
nand(n6, s2_, s1, s0_); 
and(a71, s2_, s0);
and(a72, s2_, s1);
or(o7, a71, a72);
buf(a0, a[0]);
buf(a1, a[1]);
buf(a2, a[2]);
buf(a3, a[3]);
buf(b0, b[0]);
buf(b1, b[1]);
buf(b2, b[2]);
buf(b3, b[3]);
not(a0_, a[0]);
not(a1_, a[1]);
not(a2_, a[2]);
not(a3_, a[3]);
not(b0_, b[0]);
not(b1_, b[1]);
not(b2_, b[2]);
not(b3_, b[3]);
and(aabn0, a0, b0_, n3);
and(aab0, a0, b0, n2);
and(aanb0, a0_, b0, n3);
and(aanbn0, a0_, b0_, n1);
nor(na0, aabn0, aab0, aanb0, aanbn0);
and(babn0,  a0, b0_, n6);
and(bab0, a0, b0, n5);
and(banb0, a0_, b0, n4);
and(banbn0, a0_, b0_);
nor(nb0, babn0, bab0, banb0, banbn0);
and(aabn1, a1, b1_, n3);
and(aab1, a1, b1, n2);
and(aanb1, a1_, b1, n3);
and(aanbn1, a1_, b1_, n1);
nor(na1, aabn1, aab1, aanb1, aanbn1);
and(babn1, a1, b1_, n6);
and(bab1, a1, b1, n5);
and(banb1, a1_, b1, n4);
and(banbn1, a1_, b1_);
nor(nb1, babn1, bab1, banb1, banbn1);
and(aabn2, a2, b2_, n3);
and(aab2, a2, b2, n2);
and(aanb2, a2_, b2, n3);
and(aanbn2, a2_, b2_, n1);
nor(na2, aabn2, aab2, aanb2, aanbn2);
and(babn2, a2, b2_, n6);
and(bab2, a2, b2, n5);
and(banb2, a2_, b2, n4);
and(banbn2, a2_, b2_);
nor(nb2, babn2, bab2, banb2, banbn2);
and(aabn3,  a3, b3_, n3);
and(aab3, a3, b3, n2);
and(aanb3, a3_, b3, n3);
and(aanbn3, a3_, b3_, n1);
nor(na3, aabn3, aab3, aanb3, aanbn3);
and(babn3,  a3, b3_, n6);
and(bab3, a3, b3, n5);
and(banb3, a3_, b3, n4);
and(banbn3, a3_, b3_);
nor(nb3, babn3, bab3, banb3, banbn3);
nand(nf0, o7, cn);
xnor(fi[0], nf0, na0);
and(af11, o7, cn, na0);
and(af12, o7, nb0);
nor(nf1, af11, af12);
xnor(fi[1], nf1, na1);
and(af21, o7, cn, na0, na1);
and(af22, o7, na1, nb0);
and(af23, o7, nb1);
nor(nf2, af21, af22, af23);
xnor(fi[2], nf2, na2);
and(af31, o7, cn, na0, na1, na2);
and(af32, o7, na2, na1, nb0);
and(af33, o7, na2, nb1);
and(af34, o7, nb2);
nor(nf3, af31, af32, af33, af34);
xnor(fi[3], nf3, na3);
and(acn41, cn, na0, na1, na2, na3);
and(acn42, na1, na2, na3, nb0);
and(acn43, na2, na3, nb1);
and(acn44, na3, nb2);
and(acn45, nb3);
nor(ncn4, acn41, acn42, acn43, acn44, acn45);
nand(pi, na0, na1, na2, na3);
and(ng1, na1, na2, na3, nb0);
and(ng2, na2, na3, nb1);
and(ng3, na3, nb2);
and(ng4, nb3);
nor(gi, ng1, ng2, ng3, ng4);
assign #(tPLH_min:tPLH_typ:tPLH_max, tPHL_min:tPHL_typ:tPHL_max)
	f = fi;
assign #(tPLH_min:tPLH_typ:tPLH_max, tPHL_min:tPHL_typ:tPHL_max)
	g = gi;
assign #(tPLH_min:tPLH_typ:tPLH_max, tPHL_min:tPHL_typ:tPHL_max)
	p = pi;
endmodule
File: /design/flow/run.sh
#!/bin/bash
# OpenROAD 26Q1-2900-gdf79404cd8, Yosys 0.63+post, stock flow scripts
make -C /OpenROAD-flow-scripts/flow DESIGN_CONFIG=/design/flow/config.mk WORK_HOME=/design/flow/orfs finish
==> flow_metrics.py <==
# Physical implementation metrics
metrics = {
    "outcome": {
        "outcome": "finished clean",
    },
    "global_route": {
        "grt-ovfl-total": 0,
        "grt_max_degree": 13,
        "grt_pass1_vias": 767,
        "grt_pass1_wl_um": 3340,
        "antenna_found_initial": 0,
        "grt_usage": 0.0607,
    },
    "cells_and_area": {
        "flop_area_um2": 0,
        "clock_buffers": 0,
        "layout-drive-gt1-share": 0.416,
        "flops": 0,
        "syn_to_final_growth_pct": 98.8,
        "postLayoutCellArea_um2": 1070,
        "utilization": 0.312,
        "fillerInstances": 360,
    },
    "placement": {
        "dpl_cell_area_um2": 960,
        "hpwl_um": 1550,
        "io_buffers": 18,
        "place.gp.congestion": 0.869,
    },
    "synthesis": {
        "top_area_frac": 0.114,
        "mux_share": 0.0210,
        "synthAoiAreaFrac": 0.413,
        "ys_chip_area_um2": 537,
        "synthAdderAreaFrac": 0.0233,
        "ys_top_cells_by_count": "a21oi_1 (8), o21ai_0 (7), xor2_1 (7)",
        "ys_top_logic_family": "AND-OR/OR-AND gates",
        "ys_seq_frac": 0,
        "yosysUniqueCellTypes": 38,
        "ys_sh_simple": 0.275,
        "synth_top_cell_by_area": "xor2_1",
        "yosys_warnings": 102,
        "avgSynthCellArea_um2": 6.63,
        "yosysCellCount": 81,
        "syn_area_um2": 537,
        "ys_sh_xor": 0.179,
        "synthCells": 81,
        "ys_top_cells_by_area": "xor2_1 (11%), a21oi_1 (7.5%), o21ai_0 (6.5%), xnor2_1 (6.5%), nor2b_1 (5.8%)",
        "synth.most_common_cell": "a21oi_1",
    },
    "floorplanning": {
        "initial_utilization": 0.157,
        "core_area_um2": 3420,
        "fp.dieW_um": 80,
        "io-pin-count": 18,
        "rows": 21,
        "dieHeight_um": 80,
        "fp.dieArea_um2": 6400,
    },
    "final_timing": {
        "max_freq_mhz": 304,
        "final_hold_viol_count": 0,
        "worst_pin_slew_ns": 0.280,
        "slew_violations": 0,
        "fin_crit_sh": 0.967,
        "setup_viol": 0,
        "min_period_ns": 3.29,
        "relSlewSlack": 0.813,
    },
    "routing": {
        "dr.first_iter.drc_count": 30,
        "drt_wl_total_um": 2020,
        "ant_nets": 0,
        "num_vias": 773,
        "route.detailed.drc": 0,
        "num_antenna_cells": 0,
        "dr.pass1.iters": 4,
        "vias_per_cell": 4.52,
        "route.detailed.wl_per_inst_um": 11.8,
    },
    "setup_path": {
        "crit_buf_inv": 4,
        "cp_slowest_cell": "clkdlybuf4s15_2",
        "crit_path_start_kind": "primary input",
        "slowest_delay_ns": 0.20,
        "critPathTopFamily": "buffers and inverters",
        "cp.arrival_ns": 2.61,
        "critical_path.endpoint": "f[2]",
        "critPathRequiredTime_ns": 2.72,
        "worstPathCellList": "clkdlybuf4s15_2 > buf_6 > nand2b_1 > nor2b_2 > o21ai_2 > ha_4 > buf_4 > o21ai_0 > a21oi_1 > a311oi_1 > o21ai_1 > xor2_1 > clkdlybuf4s15_1",
        "cp_max_fo": 5,
        "cp-startpoint": "s[1]",
        "end_kind": "primary output",
        "cp.depth": 13,
        "criticalPathCategory": "primary input to primary output",
    },
    "power": {
        "power_frac_clock": 0,
        "cellPowerDensity_nw_per_um2": 150,
        "power_switching_w": 0.0000655,
        "swShare": 0.410,
        "seqPwrFrac": 0,
        "fin_total_pwr_w": 0.000160,
        "combPwrFrac": 1.000,
        "cellInternalPower_w": 0.0000944,
        "power.leakage_nw": 0.492,
        "vdd_drop_max_mv": 0.0585,
    },
    "flow_run": {
        "warnings": 32,
        "max_cap_viol_count": 0,
    },
    "min_path": {
        "min_path_type": "primary input to primary output",
        "whs_path_depth": 6,
    },
    "clock_tree": {
        "cts_hold_buf": 0,
    },
}
cell usage in the layout, fill, tap and decap left out, drive strengths merged, types with 2 or more instances in the layout:
cell type	count
o21ai	9
clkdlybuf4s50	8
nand3	2
dlymetal6s2s	4
a22oi	2
xor2	7
and2	2
nand2	5
buf	34
nor2b	5
a21oi	8
clkdlybuf4s15	2
xnor2	4
inv	2
dlygate4sd2	2
nor3	4
nor2	2
kinds of logic (layout without fill, tap and decap cells):
family,Yosys count,after routing
AND/OR/NAND/NOR,26,26
buffers and inverters,9,53
AND-OR/OR-AND,33,33
XOR/XNOR,11,11
adder cells (fa/ha/maj),1,1
multiplexers,1,1
worst min-delay path, stage by stage:
cell and delay (ns):
clkbuf_2 0.12, buf_4 0.19, a41oi_1 0.11, o21ai_1 0.09
xor2_1 0.08, clkdlybuf4s15_1 0.17
worst min path at each step:
stage,startpoint,to
4_1_cts,s[0],f[2]
6_report,s[2],f[2]
5_1_grt,b[1],f[2]
routing by layer:
metal,GRT usage,wire [um],vias to the layer above
met1,0.0758,888,352
met4,0,0,0
met5,0,0,-
met2,0.113,997,28
met3,0.00795,135,0
li1,-,-,393
stage by stage:
stage / setup slack (ns) / cells / TNS [ns] / hold WS (ns)
finish: 0.111 / 171 / 0 / 2.13
global route: -0.0404 / 171 / -0.0462 / 2.24
CTS: 0.00751 / 170 / 0 / 2.31
detailed placement: -0.634 / 168 / -1.72 / 2.61
global placement: -0.634 / 168 / -1.77 / 2.63
floorplan: 0.401 / 81 / 0 / 1.58
layout make-up:
class,instances,area (um^2),share of cell area
Tap cell,46,57.6,0.0539
Inverter,2,7.51,0.00703
Timing Repair Buffer,51,430,0.403
Multi-Input combinational cell,72,572,0.536
power by group through the flow:
stage,Sequential [W],Combinational [W],Clock (W)
after CTS,0,0.000149,0
after global routing,0,0.000176,0
final,0,0.000160,0
timing repair:
action | 4_1_cts | 5_1_grt
gates resized | 20 | 20
pin swaps | 7 | 6
setup endpoints to repair | 5 | 4
hold endpoints to repair | 0 | 0
setup buffers | 2 | 1
Power figures rest on the tool's default switching activity, not on a simulated workload.
